==> ./design.v <==
module baud_gen #(
    parameter SYS_CLK_FREQ = 50000000,   
    parameter BAUD_RATE = 9600   
)
(
    input wire clk,   
    input wire rst_n,   
    output reg baud_tick   
);
    localparam integer BAUD_DIV = SYS_CLK_FREQ / BAUD_RATE;
    reg [12:0] counter;   
    always @(posedge clk or negedge rst_n) begin
       if (!rst_n) begin
	  counter <= 0;
          baud_tick <= 0;
       end else begin
	  if (counter == BAUD_DIV - 1) begin
              counter <= 0;
              baud_tick <= 1;
          end else begin
	      counter <= counter + 1;
              baud_tick <= 0;
          end
       end
    end
endmodule
==> ./run.sh <==
#!/bin/bash
# OpenROAD 26Q1-2900-gdf79404cd8, Yosys 0.63+post, stock flow scripts
make -C /OpenROAD-flow-scripts/flow DESIGN_CONFIG=/design/flow/config.mk WORK_HOME=/design/flow/orfs finish
==> ./config.mk <==
export PLATFORM = sky130hd
export DESIGN_NAME = baud_gen
export DESIGN_NICKNAME = baud_gen
export VERILOG_FILES = /design/flow/design.v
export SDC_FILE = /design/flow/constraint.sdc
export NUM_CORES = 4
export LEC_CHECK = 1
export CORE_AREA = 10 10 70 70
export DIE_AREA = 0 0 80 80
==> ./constraint.sdc <==
current_design baud_gen

set clk_period 3.1
set clk_io_pct 0.2

create_clock -name clk0 -period $clk_period [get_ports {clk}]

set non_clock_inputs [all_inputs -no_clocks]
set_input_delay [expr $clk_period * $clk_io_pct] -clock clk0 $non_clock_inputs
set_output_delay [expr $clk_period * $clk_io_pct] -clock clk0 [all_outputs]
==> job_summary.md <==
### Yosys + OpenROAD results

| Metric | Value |
|---|---|
| CP max-delay cell | `or4b_4` |
| Late-Pin Clk Latency | `around 280 ps` |
| Final worst setup slack | `between 1000 and 1500 ps` |
| Share of post-route cells with drive strength above 1 | `around a tenth` |
| DP Worst Slack | `between 1000 and 1500 ps` |
| CP Capture Type | `register` |
| TritonRoute pass-1 iters | `4` |
| Critical path peak fanout | `7` |
| Clock Tree Buf Depth | `2` |
| Setup Viol. Count Final | `0` |
| Std-Cell Rows | `21` |
| Finished layout cell area | `a little under 800 µm²` |
| Critical Path RT | `between 3000 and 4000 ps` |
| CTS tree | `yes` |
| Hold path startpoint | `counter[0]` |
| FF-to-FF setup slack | `1420 ps` |
| Drt total wl | `between 1 and 1.5 mm` |
| I/O Pins | `3` |
| Tool warnings | `25` |
| Status | `complete, no violations` |
| Yosys synthesis chip area | `approximately 670 µm²` |
| Die height | `about 80 µm` |
| Sequential area share after synthesis | `51.9%` |
| Ys cells | `61` |
| Area leader, netlist | `dfrtp_1` |
| Die W | `roughly 80 µm` |
| Initial antenna violation count | `0` |
| Fmax | `between 500 and 600 MHz` |
| Gr ovfl total | `0` |
| Initial Util | `between 10% and 20%` |
| Slowest cell delay on critical path | `around 570 ps` |
| Via count | `roughly 470` |
| Area post-placement | `between 700 and 800 µm²` |
| Crit path kind | `reg -> reg` |
| Top cells, area | `dfrtp_1 (52%), xnor2_1 (5.2%), xor2_1 (5.2%), nand3_1 (3.7%), nand4_1 (3.7%)` |
| Post-route ant nets | `0` |
| Fillers | `around 380` |
| Post-DP HPWL | `860 µm` |
| Worst setup endpoint | `counter[1]` |
| Vias per cell | `about 4.2` |
| Largest net degree at the start of global routing | `15` |
| Postcts setup bufs | `0` |
| Post-Route Utilization | `between 20% and 30%` |
| Slew @ Worst Pin | `between 600 and 700 ps` |
| Avg Cell Area, Syn | `between 10 and 15 µm²` |
| DR DRC count | `0` |
| Seq. cell area | `350 µm²` |
| Synth top area share | `slightly above 50%` |
| Reg2reg end | `counter[1]` |
| Tmin final | `1680 ps` |
| Peak VDD IR | `roughly 0.18 mV` |
| Path depth of the worst reg2reg path | `3` |
| Unrepaired setup endpoints after global routing | `no` |
| Max_cap viols | `0` |
| DRT iter0 DRCs | `30` |
| Number of port buffers | `2` |
| # hold bufs at CTS | `0` |
| Resize count post-CTS | `0` |
| Critical R2R Launch | `counter[7]` |
| Dominant logic cell type in the layout | `dfrtp_1` |
| Core area | `~3400 µm²` |
| WL/cell | `10.8 µm` |
| TritonCTS Buffers | `3` |
| Clock transition at the registers of the reported paths | `80 ps` |
| Worst hold margin | `between 400 and 500 ps` |
| Unique cell types | `26` |
| Logic area | `317 µm²` |
| Hold Crit Class | `reg -> reg` |
| Most frequent cells in the layout | `dfrtp_1 (14), nand3_1 (5), nor2_1 (5)` |
| Critical Path Start | `counter[7]` |
| Area Overhead vs Synth | `16.3%` |
| Cells after DPL | `108` |
| First-pass GRT wire length | `around 2.2 mm` |
| LEAKAGE | `0.317 nW` |
| Vias in the first global route | `around 450` |
| Non-Filler Instances | `~110` |
| CP startpoint kind | `register` |
| Worst EP arrival | `~1800 ps` |
| #FFs+latches synth | `14` |
| Critical-path cell list | `or4b_4 -> nor4_4 -> nor2b_1` |
| Final Power | `between 0.3 and 0.4 mW` |
| Hold Path Stages | `1` |
| Setup TNS | `0 ps` |
| Final hold viol count | `0` |
| Post-Syn Area | `674 µm²` |
| Max Slew Vio Count | `0` |
| Die ar. | `approximately 6400 µm²` |
| Ant diodes | `0` |
| Synth warnings | `1` |
| Total GRT Usage | `~4.2%` |
| Htree depth | `1` |
| Rel. slew slack | `roughly 58%` |
| Post-Synthesis Cells | `between 60 and 70` |
| CTS root buffer | `clkbuf_4` |
| Total clock sinks | `14` |
| Pwr/cell area | `between 400 and 500 nW/µm²` |
| Final Skew | `5.96 ps` |
| Placer congestion estimate | `0.860` |
| Fin crit share | `between 50% and 60%` |
==> state kept, by name (all words and copies together), names as in the netlist <==
name       count
baud_tick      1
counter       13
==> power by group <==
part | internal, mW | switching (mW)
registers | 0.182 | 0
clock network | 0.0714 | 0.0569
logic | 0.00110 | 0.00344
==> layout make-up <==
| class | count | area share (%) |
|---|---|---|
| multi-input combinational | 45 | 40.4 |
| sequential | 14 | 44.7 |
| timing repair buffer | 2 | 2.55 |
| tap | 46 | 7.34 |
| inverter | 1 | 0.478 |
| clock buffer | 4 | 4.63 |
==> cell families (layout without fill, tap and decap cells) <==
| logic type | count (synthesis) | after routing | synth area share, % |
|---|---|---|---|
| adder cells (fa/ha/maj) | 1 | 1 | 1.85 |
| flip-flops | 14 | 14 | 51.9 |
| AND-OR/OR-AND | 5 | 5 | 5.01 |
| AND/OR/NAND/NOR | 31 | 31 | 29.7 |
| XOR/XNOR | 8 | 8 | 10.4 |
| buffers and inverters | 2 | 7 | 1.11 |
==> critical path: cells and delay by family, from the launching register on <==
| kind | cells | cell delay (ps) |
|---|---|---|
| flops | 1 | 430 |
| simple gates | 3 | 1130 |
==> layer usage <==
layer,global-route usage (%),vias up,wire [µm]
met1,6.31,223,682
met5,0,-,0
met2,5.30,8,444
met3,2.16,2,74
met4,0.352,0,14
li1,-,235,-
==> cell usage after synthesis <==
library cell,instances
nand3_1,5
nor4_4,1
and3_1,2
or3_1,1
nor2_1,5
or3b_2,1
nor2b_1,1
o41a_1,1
nand4_1,4
ha_1,1
nor3_1,1
nor4_1,2
inv_1,1
a21oi_1,2
xnor2_1,4
clkbuf_1,1
and4_1,1
or4bb_1,1
nand2b_1,1
o31ai_1,1
or4b_4,1
or4_1,1
nand2_1,3
o21ai_0,1
xor2_1,4
dfrtp_1,14
==> worst min path at each step <==
stage / end / slack [ps]
5_1_grt: counter[0] / 520
6_report: counter[0] / 490
4_1_cts: counter[0] / 490
Power is estimated from default activity; no workload was simulated.
