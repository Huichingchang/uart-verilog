$ cat design/flow/run.sh
#!/bin/bash
# OpenROAD 26Q1-2900-gdf79404cd8, Yosys 0.63+post, stock flow scripts
make -C /OpenROAD-flow-scripts/flow DESIGN_CONFIG=/design/flow/config.mk WORK_HOME=/design/flow/orfs finish
$ cat design/flow/design.v
module uart_rx(
  input wire clk,
  input wire rst_n,
  input wire rx_line,       
  input wire baud_tick,      
  output reg [7:0] rx_data,   
  output reg rx_ready       
);
  localparam IDLE = 3'd0;
  localparam START = 3'd1;
  localparam DATA = 3'd2;
  localparam STOP = 3'd3;
  localparam DONE = 3'd4;
  reg [2:0] state, next_state;
  reg [2:0] bit_cnt;   
  reg [7:0] data_buf;   
  reg [3:0] baud_cnt;   
  always @(posedge clk or negedge rst_n) begin
     if (!rst_n) begin
       state <= IDLE;
     end else if (baud_tick) begin
       state <= next_state;
     end
  end
  always @(*) begin
     case (state)
       IDLE: begin
         if (~rx_line)
            next_state = START;
         else
            next_state = IDLE;
       end
       START: next_state = DATA;
       DATA: begin
         if (bit_cnt == 3'd7)
            next_state = STOP;
         else
            next_state = DATA;
       end
       STOP: next_state = DONE;
       DONE: next_state = IDLE;
       default: next_state = IDLE;
     endcase
  end
  always @(posedge clk or negedge rst_n) begin
    if (!rst_n) begin
      bit_cnt <= 3'd0;
      data_buf <= 8'd0;
      rx_data <= 8'd0;
      rx_ready <= 1'b0;
    end
    else if (baud_tick) begin
      case (state)
         IDLE: begin
            bit_cnt <= 3'd0;
            rx_ready <= 1'b0;
         end
         START: begin
         end
         DATA: begin
            data_buf[bit_cnt] <= rx_line;   
            bit_cnt <= bit_cnt + 1;
         end
         STOP: begin
         end
         DONE: begin
            rx_data <= {
				data_buf[0],data_buf[1],data_buf[2],data_buf[3],
				data_buf[4],data_buf[5],data_buf[6],data_buf[7]
				};
            rx_ready <= 1'b1;
         end
      endcase
    end
  end
endmodule
module uart_top(
	input wire clk,   
	input wire rst_n,   
	input wire [7:0] tx_data,   
   input wire tx_start,    
	output wire tx_done,   
   output wire tx_line,   
   input wire rx_line,   
   output wire [7:0] rx_data,   
   output wire rx_done    
);
wire baud_tick;
	assign baud_tick = clk;   
uart_tx u_uart_tx(
	  .clk(clk),
     .rst_n(rst_n),
 	  .tx_start(tx_start),
	  .tx_data(tx_data),
	  .baud_tick(baud_tick),
	  .tx_done(tx_done),
	  .tx(tx_line)
);
uart_rx u_uart_rx(
	   .clk(clk),
      .rst_n(rst_n),
 	   .rx_line(rx_line),
	   .baud_tick(baud_tick),
	   .rx_data(rx_data),
	   .rx_ready(rx_done)
);
endmodule
module uart_tx(
	input wire clk,   
	input wire rst_n,   
	input wire tx_start,   
   input wire [7:0] tx_data,   
   input wire baud_tick,   
	output reg tx,          
   output reg tx_busy,   
   output reg tx_done
);
        localparam IDLE = 3'd0;
        localparam START = 3'd1;
        localparam DATA = 3'd2;
        localparam STOP = 3'd3;
        localparam DONE = 3'd4;
        reg [2:0] state, next_state;
        reg [2:0] bit_cnt;   
        reg [7:0] shift_reg;   
        always @(posedge clk or negedge rst_n) begin
	        if (!rst_n)
               state <= IDLE;
           else if (baud_tick)
               state <= next_state;
        end
        always @(*) begin
            case(state)
               IDLE: next_state = tx_start ? START: IDLE;
               START: next_state = DATA;
               DATA: next_state = (bit_cnt == 3'd7) ? STOP: DATA;
               STOP: next_state = DONE;
               DONE: next_state = IDLE;
               default: next_state = IDLE;
            endcase
        end
        always @(posedge clk or negedge rst_n) begin
           if(!rst_n) begin
              bit_cnt <= 3'd0;
              shift_reg <= 8'd0;
           end else if (baud_tick) begin
              case(state)
                IDLE: begin
                   if (tx_start) begin
                       shift_reg <= tx_data;
                       bit_cnt <= 3'd0;
                   end
                end
                DATA: begin
                  shift_reg <= shift_reg >> 1;
                  bit_cnt <= bit_cnt + 1;
                end
              endcase
           end
        end
        always @(posedge clk or negedge rst_n) begin
            if (!rst_n) begin
               tx <= 1'b1;   
               tx_busy <= 1'b0;
               tx_done <= 1'b0;
            end else if (baud_tick) begin
                case(state)
                   IDLE: begin
	             tx <= 1'b1;
                     tx_busy <= 1'b0;
                     tx_done <= 1'b0;  
                   end
                   START: begin
 	             tx <= 1'b0;   
                     tx_busy <= 1'b1;
                     tx_done <= 1'b0;
                   end
                   DATA: begin
                     tx <= shift_reg[0];   
                     tx_done <= 1'b0;
                   end
                   STOP: begin
                     tx <= 1'b1;    
                     tx_done <= 1'b0;  
                   end
                   DONE: begin
                      tx <= 1'b1;   
                      tx_done <= 1'b1;   
                   end
                endcase
             end
        end
endmodule
$ cat design/flow/config.mk
export PLATFORM = sky130hd
export DESIGN_NAME = uart_top
export DESIGN_NICKNAME = uart_top
export VERILOG_FILES = /design/flow/design.v
export SDC_FILE = /design/flow/constraint.sdc
export NUM_CORES = 4
export LEC_CHECK = 1
export CORE_UTILIZATION = 50
$ cat design/flow/constraint.sdc
current_design uart_top

set clk_period 2.3
set clk_io_pct 0.2

create_clock -name clk0 -period $clk_period [get_ports {clk}]

set non_clock_inputs [all_inputs -no_clocks]
set_input_delay [expr $clk_period * $clk_io_pct] -clock clk0 $non_clock_inputs
set_output_delay [expr $clk_period * $clk_io_pct] -clock clk0 [all_outputs]
==> Table 3: Implementation characteristics <==
Physical implementation characteristics

Parameter                              Value

Global routing
  Global-route wire length before repair    between 7000 and 8000 um
  Overflow after GRT    0
  Gr usage total    approximately a quarter
  Initial antenna violation count    0
  Vias in the first global route    approximately 2,300
  Pin count of the biggest net entering global routing    27

Synthesis
  Simple-Gate Fraction of Synth Area    a little under 9%
  Share of the synthesized netlist area taken by xor and xnor gates    0.907%
  Yosys Chip Area    ~1900 um2
  Warnings from Yosys    2
  Yosys cell types    33
  Avg Synthesized Cell Area    about 12 um2
  Synth flops    around 43
  Post-Syn Instances    162
  Part of the Yosys area used for sequential elements    55.9%
  Yosys aoi share    12.3%
  Main logic family after synthesis    multiplexers
  Count of instantiated cells in the yosys netlist    162
  Share of synthesized area spent on multiplexers    14.6%
  Area of the mapped netlist    1930 um2
  Adder Share, Synth    3.89%

Drt
  Wire length per cell after detailed routing    approximately 15 um
  Overall routed net length    about 4400 um
  Residual antenna-violating net count after detailed routing    0
  Total iterations of the first detailed-routing run    4
  Vias    1,592
  Remaining design rule violation count    0
  Drt via density    approximately 5.5
  Diode count    0
  Starting DRT DRC Count    79

Floorplanning
  Width of the chip    64.1 um
  Count of boundary I/O pins    23
  Die H    roughly 64 um
  Core Region    between 3000 and 4000 um2
  Placement row count    22
  Die area    roughly 4000 um2
  Initial core utilization    a little over half

Timing
  Sum of negative setup slack    0 ns
  RSZ-0062 raised after global routing    no
  Hold Fails Final Rpt    0
  Hold slack final    around 0.18 ns
  Transition time of the tightest slew-check pin    approximately 0.48 ns
  Final slew viol count    0
  Final Setup Violations    0
  Final worst clock skew    roughly 0.0084 ns
  Slew HR    around two thirds

Worst hold path
  Class of the tightest hold or removal check    clock port to flip-flop
  Count of cells along the worst hold path    5
  Worst min-delay path startpoint    clk
  Endpoint of the worst hold path    u_uart_tx.state[4]

Layout
  Area growth from synthesis to layout    55.6%
  Most numerous logic cell after layout    dfrtp_1
  Fraction of layout instances using a drive strength above 1    between 20% and 30%
  Most common logic cells in the final layout    dfrtp_1, clkbuf_8, clkdlybuf4s50_1

Place
  Placer congestion estimate    ~0.86
  Post-detail-place hpwl    slightly above 2000 um
  Quantity of I/O buffers inserted on ports    22

Status
  Status    finished clean

Critical path
  CP Capture Type    flip-flop
  Max Fanout on Critical Path    4
  R2R Path Start    u_uart_rx.bit_cnt[0]
  Kind of start point of the critical path    clock port
  Start-to-end type of the worst setup path    clock port to flip-flop
  Flop2flop setup slack    about 0.35 ns
  Capture point of the worst reg-to-reg path    u_uart_rx.data_buf[4]
  Cell depth of the worst flop-to-flop path    5
  Critical path data arrival time    2.55 ns
  Required time of the worst setup path    around 2.6 ns

Power and ir drop
  Register share of total power    a little under a quarter
  Combinational power share    a little under an eighth
  Net switching power figure    between 1.5 and 2 mW
  Clock share of power    about 65%
  Leakage component of the power    approximately 1.4 nW
  Max VDD drop    roughly 0.0011 V
  Pwr Total    around 5.6 mW
  Pwr Density    approximately 1900 nW/um2
  Switching part of the total power    32.5%
  Internal power    approximately 3.8 mW

Clock tree
  Clock slew at reported path FFs    around 0.11 ns
  Later-pin clock latency in the skew report    0.42 ns
  Clock tree from TritonCTS    built

Run
  MaxCap Viol Count    0
  Number of warnings in the stage logs    95
-- power groups by stage --
stage,clock network [mW],logic [mW],registers (mW)
finish,3.61,0.662,1.32
CTS,3.70,0.649,1.32
global route,3.88,0.724,1.36
-- repair_timing --
item / 4_1_cts / 5_1_grt
buffers inserted: 2 / 0
hold endpoints to repair: 17 / 0
hold buffers: 1 / 0
resized: 3 / 0
setup endpoints to repair: 18 / 0
-- cells in the mapped netlist (all sizes together) --
library cell	instances	area share (%)
xor2	1	0.45
o41ai	1	0.45
buf	7	1.9
mux2	17	9.9
o21ai	9	2.3
mux2i	9	4.7
ha	6	3.9
nand3	7	1.8
a22o	7	3.2
dfstp	3	4.1
nor4	2	0.97
nand2b	1	0.32
nand4	1	0.32
nand2	14	2.9
nor2b	2	0.65
xnor2	1	0.45
a2111oi	1	0.45
and2	1	0.32
clkbuf	1	0.19
inv	8	1.6
nand4b	1	0.45
nor2	3	0.58
dfrtp	40	52
o2bb2ai	4	1.8
a21oi	7	1.8
a31oi	7	2.3
nand3b	1	0.39
-- worst max-delay path by stage --
stage     from                     to  slack, ns  cells past startpoint
5_1_grt    clk  u_uart_rx.data_buf[4]       0.05                      9
6_report   clk  u_uart_rx.data_buf[4]       0.06                      9
4_1_cts    clk  u_uart_rx.data_buf[4]       0.05                      9
-- worst max-delay path, stage by stage --
cell       delay [ns]
clkbuf_8         0.11
clkbuf_8         0.13
clkbuf_16        0.14
clkbuf_16        0.14
and2_4           0.15
clkbuf_8         0.13
clkbuf_8         0.13
nand4b_1         0.15
mux2_4           0.32
-- metal layers --
layer	global-route usage [%]	up-vias	wire length, um
met4	29.4	0	85
met3	31.3	14	468
met1	25.4	760	1940
li1	-	727	-
met2	23.0	91	1900
met5	5.56	-	0
-- cell type report --
class | count | area, um2
sequential | 43 | 1080
multi-input combinational | 103 | 786
fill | 190 | 684
clock buffer | 47 | 676
timing repair buffer | 25 | 240
clock inverter | 15 | 136
tap | 48 | 60.1
inverter | 7 | 26.3
-- cell families after synthesis --
logic type                 count (synthesis)
and+or+nand+nor                           33
muxes                                     26
adders and majority gates                  6
AOI/OAI and AO/OA                         36
buffers and inverters                     16
xor gates and xnor gates                   2
DFF                                       43
-- stage by stage --
step                setup slack, ns  util, %  instance area [um2]  std cells
floorplan                     0.190        -                 1930        162
CTS                          0.0520     81.4                 3000        288
detailed placement            0.359     59.1                 2180        226
finish                       0.0589     81.4                 3000        288
global route                 0.0545     81.4                 3000        288
global placement              0.359     59.1                 2180        226
Power figures rest on the tool's default switching activity, not on a simulated workload.
